File: flow/config.mk
export PLATFORM = sky130hd
export DESIGN_NAME = topmodule
export DESIGN_NICKNAME = topmodule
export VERILOG_FILES = /design/flow/design.v
export SDC_FILE = /design/flow/constraint.sdc
export NUM_CORES = 4
export LEC_CHECK = 1
export CORE_UTILIZATION = 50
export SYNTH_HDL_FRONTEND = slang
File: flow/constraint.sdc
current_design topmodule

set clk_period 6.9
set clk_io_pct 0.2

create_clock -name clk0 -period $clk_period [get_ports {clock}]

set non_clock_inputs [all_inputs -no_clocks]
set_input_delay [expr $clk_period * $clk_io_pct] -clock clk0 $non_clock_inputs
set_output_delay [expr $clk_period * $clk_io_pct] -clock clk0 [all_outputs]
File: flow/design.v
module pe(clock,R,s1,s2,s1s2mux,newDist,Accumulate,Rpipe);
input clock;
input [7:0] R,s1,s2;
input s1s2mux,newDist;
output [7:0] Accumulate,Rpipe;
reg [7:0] Accumulate,AccumulateIn,difference,Rpipe;
reg Carry;
always@(posedge clock)Rpipe<= R;
always@(posedge clock) Accumulate<=AccumulateIn;
always@(R or s1 or s2 or s1s2mux or newDist or Accumulate)
  begin 
  difference =R -(s1s2mux ?s1 :s2);
  if (difference<0) difference =0-difference;
  {Carry,AccumulateIn}=Accumulate+difference;
  if(Carry==1) Accumulate=8'hFF;
  if(newDist==1) Accumulate=difference;
  end
  endmodule
module Comparator(clock,CompStart,PEout,PEready,vectorX,vectorY,BestDist,motionX,motionY);
input clock;
input CompStart;
input [8*16-1:0] PEout;
input [15:0] PEready;
input [3:0] vectorX,vectorY;
output [7:0] BestDist;
output [3:0] motionX,motionY;
reg [7:0] BestDist,newDist;
reg [3:0] motionX,motionY;
reg newBest;
always@(posedge clock)
  if(CompStart==0) BestDist<=8'hff;
  else if(newBest==1)
  begin
     BestDist<=newDist;
     motionX<=vectorX;
     motionY<=vectorY;
  end
always@(BestDist or PEout or PEready)
begin
       case(PEready)
         16'b0000000000000001: newDist=PEout[7:0];
         16'b0000000000000010: newDist=PEout[15:8];
         16'b0000000000000100: newDist=PEout[23:16];
         16'b0000000000001000: newDist=PEout[31:24];
         16'b0000000000010000: newDist=PEout[39:32];
         16'b0000000000100000: newDist=PEout[47:40];
         16'b0000000001000000: newDist=PEout[55:48];
         16'b0000000010000000: newDist=PEout[63:56];
         16'b0000000100000000: newDist=PEout[71:64];
         16'b0000001000000000: newDist=PEout[79:72];
         16'b0000010000000000: newDist=PEout[87:80];
         16'b0000100000000000: newDist=PEout[95:88];
         16'b0001000000000000: newDist=PEout[103:96];
         16'b0010000000000000: newDist=PEout[111:104];
         16'b0100000000000000: newDist=PEout[119:112];
         16'b1000000000000000: newDist=PEout[127:120];
         endcase                        
       if((!PEready==0) || (CompStart==0)) newBest=0; 
    else if (newDist<BestDist) newBest=1;
else newBest=0;
end
endmodule    
module control (clock,start,S1S2mux,NewDist,CompStart,PEready,VectorX,VectorY,AddressR,AddressS1,AddressS2,completed,count);
input clock;
input start;
output [15:0] S1S2mux;
output [12:0] count;
output  [15:0] NewDist ;
output CompStart;
output completed;
output [15:0] PEready;
output [3:0] VectorX,VectorY;
output [7:0] AddressR;
output [9:0] AddressS1,AddressS2;
reg [15:0] S1S2mux;
reg [15:0] NewDist;
reg CompStart;
reg [15:0] PEready; 
reg [3:0] VectorX,VectorY;
reg [7:0] AddressR;
reg [9:0] AddressS1,AddressS2;
reg [12:0] count;
reg completed;
reg [11:0] temp;
integer i;
integer j;
always@(posedge clock) begin
  if(start ==0 ) 
    count <= 12'b0;
  else if (completed==0) 
   begin
      count<=count+1'b1;
   end
end
  always@(count)
   begin
         for(i=0;i<16;i=i+1)
         begin
          NewDist[i]=(count[7:0]==i);
          PEready[i]=(NewDist[i] && !(count<256));
          S1S2mux[i]=(count[3:0] >= i);
	  CompStart = (!(count<256));
         end
      AddressR=count[7:0];
      AddressS1=(count[11:8] + count[7:4])*32 +count[3:0];
      temp = count[11:0]-16;
      AddressS2=(temp[11:8] + temp[7:4])*32 + temp[3:0] + 16;
      VectorX=count[3:0] - 8;
      VectorY=count[11:8] - 9;
      completed=(count == 4111);  
      end
   endmodule
module topmodule (clock, start, R, s1, s2, motionx, motiony,AddressR, AddressS1, AddressS2);
input clock;
input start;
input[7:0] R,s1,s2;
output [3:0]motionx;  
output [3:0]motiony;  
output [7:0]AddressR;  
output [9:0]AddressS1;  
output [9:0]AddressS2; 
wire[15:0] s1s2mux;
wire[15:0] newDist;
wire[15:0] PEready;
wire       CompStart;
wire[3:0]  VectorX;
wire[3:0]  VectorY;
wire[7:0]  AddressR;
wire[9:0]  AddressS1;
wire[9:0]  AddressS2;
wire[7:0]  bestdist;
wire[8*16-1:0] peout; 
wire[7:0] Rpipe0,Rpipe1,Rpipe2,Rpipe3,Rpipe4,Rpipe5,Rpipe6,Rpipe7,Rpipe8,Rpipe9,Rpipe10,Rpipe11,Rpipe12,Rpipe13,Rpipe14 ;
control c (.clock(clock), .start(start), .S1S2mux(s1s2mux[15:0]), .NewDist(newDist[15:0]), .CompStart(CompStart), .PEready(PEready[15:0]), .VectorX(VectorX[3:0]), .VectorY(VectorY[3:0]), .AddressR(AddressR[7:0]), .AddressS1(AddressS1[9:0]), .AddressS2(AddressS2[9:0]));
Comparator comparator1 (.clock(clock), .CompStart(CompStart), .PEout(peout[8*16-1:0]) , .PEready(PEready[15:0]),.vectorX(VectorX[3:0]), .vectorY(VectorY[3:0]), .BestDist(bestdist[7:0]), .motionX(motionx[3:0]), .motionY(motiony[3:0]));
pe pe0(.clock(clock), .R(R[7:0]), .s1(s1[7:0]), .s2(s2[7:0]), .s1s2mux(s1s2mux[0]), .newDist(newDist[0]), .Accumulate(peout [7 : 0]) , .Rpipe(Rpipe0));
pe pe1(.clock(clock), .R(Rpipe0), .s1(s1[7:0]), .s2(s2[7:0]), .s1s2mux(s1s2mux[1]), .newDist(newDist[1]), .Accumulate(peout [15 : 8]) , .Rpipe(Rpipe1));
pe pe2(.clock(clock), .R(Rpipe1), .s1(s1[7:0]), .s2(s2[7:0]), .s1s2mux(s1s2mux[2]), .newDist(newDist[2]), .Accumulate(peout [23 : 16]) , .Rpipe(Rpipe2));
pe pe3(.clock(clock), .R(Rpipe2), .s1(s1[7:0]), .s2(s2[7:0]), .s1s2mux(s1s2mux[3]), .newDist(newDist[3]), .Accumulate(peout [31 : 24]) , .Rpipe(Rpipe3));
pe pe4(.clock(clock), .R(Rpipe3), .s1(s1[7:0]), .s2(s2[7:0]), .s1s2mux(s1s2mux[4]), .newDist(newDist[4]), .Accumulate(peout [39 : 32]) , .Rpipe(Rpipe4));
pe pe5(.clock(clock), .R(Rpipe4), .s1(s1[7:0]), .s2(s2[7:0]), .s1s2mux(s1s2mux[5]), .newDist(newDist[5]), .Accumulate(peout [47 : 40]) , .Rpipe(Rpipe5));
pe pe6(.clock(clock), .R(Rpipe5), .s1(s1[7:0]), .s2(s2[7:0]), .s1s2mux(s1s2mux[6]), .newDist(newDist[6]), .Accumulate(peout [55 : 48]) , .Rpipe(Rpipe6));
pe pe7(.clock(clock), .R(Rpipe6), .s1(s1[7:0]), .s2(s2[7:0]), .s1s2mux(s1s2mux[7]), .newDist(newDist[7]), .Accumulate(peout [63 : 56]) , .Rpipe(Rpipe7));
pe pe8(.clock(clock), .R(Rpipe7), .s1(s1[7:0]), .s2(s2[7:0]), .s1s2mux(s1s2mux[8]), .newDist(newDist[8]), .Accumulate(peout [71 : 64]) , .Rpipe(Rpipe8));
pe pe9(.clock(clock), .R(Rpipe8), .s1(s1[7:0]), .s2(s2[7:0]), .s1s2mux(s1s2mux[9]), .newDist(newDist[9]), .Accumulate(peout [79 : 72]) , .Rpipe(Rpipe9));
pe pe10(.clock(clock), .R(Rpipe9), .s1(s1[7:0]), .s2(s2[7:0]), .s1s2mux(s1s2mux[10]), .newDist(newDist[10]), .Accumulate(peout [87 : 80]) , .Rpipe(Rpipe10));
pe pe11(.clock(clock), .R(Rpipe10), .s1(s1[7:0]), .s2(s2[7:0]), .s1s2mux(s1s2mux[11]), .newDist(newDist[11]), .Accumulate(peout [95 : 88]) , .Rpipe(Rpipe11));
pe pe12(.clock(clock), .R(Rpipe11), .s1(s1[7:0]), .s2(s2[7:0]), .s1s2mux(s1s2mux[12]), .newDist(newDist[12]), .Accumulate(peout [103 : 96]) , .Rpipe(Rpipe12));
pe pe13(.clock(clock), .R(Rpipe12), .s1(s1[7:0]), .s2(s2[7:0]), .s1s2mux(s1s2mux[13]), .newDist(newDist[13]), .Accumulate(peout [111 : 104]) , .Rpipe(Rpipe13));
pe pe14(.clock(clock), .R(Rpipe13), .s1(s1[7:0]), .s2(s2[7:0]), .s1s2mux(s1s2mux[14]), .newDist(newDist[14]), .Accumulate(peout [119 : 112]) , .Rpipe(Rpipe14));
pe pe15(.clock(clock), .R(Rpipe14), .s1(s1[7:0]), .s2(s2[7:0]), .s1s2mux(s1s2mux[15]), .newDist(newDist[15]), .Accumulate(peout [127 : 120]));
endmodule
File: flow/run.sh
#!/bin/bash
# OpenROAD 26Q1-2900-gdf79404cd8, Yosys 0.63+post, stock flow scripts
make -C /OpenROAD-flow-scripts/flow DESIGN_CONFIG=/design/flow/config.mk WORK_HOME=/design/flow/orfs finish
==> impl_metrics.toml <==
# yosys + openroad results
[logic_synthesis]
ys_cells = 2282
synth-area-yosys_sq_um = 21100
ys.flops = 413
flop_cell = "dfxtp_1"
ys_async_sr_fraction_pct = 0
synth.distinct_cells = 64
synth-edff-count = 8
synth_warnings = 0

[run_status]
status = "aborted with a tool error"
run.stop_error = "ERROR: Found 128 problems in 'check -assert'."
lastStage = "1_2_yosys"
[synthesized netlist by cell type (68+ instances only)]
master	count	area, sq um
xor2_1	68	596
nand2_1	121	454
a21oi_1	182	911
nor2_1	137	514
xnor2_1	153	1340
nand2b_1	90	563
ha_1	266	3330
inv_1	173	649
dlxtp_1	128	1920
a21o_1	74	556
dfxtp_1	269	5390
o21ai_0	101	505
[kinds of logic after synthesis]
kind of cell    after synthesis  share of synthesized area (%)
other cells                   2                         0.0356
fa+ha+maj                   300                           19.0
xor+xnor                    221                           9.18
buf+inv                     249                           4.81
simple gates                547                           13.2
mux                          58                           2.86
compound gates              492                           14.6
latches                     136                           9.68
flops                       277                           26.7
